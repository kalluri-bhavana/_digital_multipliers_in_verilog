<file path="constraint.sdc">
current_design ved4b

set clk_period 3.2
set clk_io_pct 0.2

create_clock -name clk0 -period $clk_period [get_ports {clk}]

set non_clock_inputs [all_inputs -no_clocks]
set_input_delay [expr $clk_period * $clk_io_pct] -clock clk0 $non_clock_inputs
set_output_delay [expr $clk_period * $clk_io_pct] -clock clk0 [all_outputs]
</file>
<file path="design.v">
module ved4b (
  input  wire [3:0] a,
  input  wire [3:0] b,
  input  wire       clk,
  output reg  [7:0] P
);
  wire z0, z1, z2, z3;
  wire z4, z5, z6, z7;
  wire z8, z9, z10, z11;
  wire z12, z13, z14, z15;
  and (z0,  a[0], b[0]);
  and (z1,  a[0], b[1]);
  and (z2,  a[0], b[2]);
  and (z3,  a[0], b[3]);
  and (z4,  a[1], b[0]);
  and (z5,  a[1], b[1]);
  and (z6,  a[1], b[2]);
  and (z7,  a[1], b[3]);
  and (z8,  a[2], b[0]);
  and (z9,  a[2], b[1]);
  and (z10, a[2], b[2]);
  and (z11, a[2], b[3]);
  and (z12, a[3], b[0]);
  and (z13, a[3], b[1]);
  and (z14, a[3], b[2]);
  and (z15, a[3], b[3]);
  wire p0 = z0;
  wire p1, c1;
  xor (p1, z4, z1);
  and (c1, z4, z1);
  wire s2a, c2a1, c2a2, c2a;
  xor (s2a, z8, z5);
  and (c2a1, z8, z5);
  wire s2b;
  xor (s2b, s2a, z2);
  and (c2a2, s2a, z2);
  or  (c2a, c2a1, c2a2);
  wire p2, c2b;
  xor (p2, s2b, c1);
  and (c2b, s2b, c1);
  wire s3a, c3a1, c3a2, c3a;
  xor (s3a, z12, z9);
  and (c3a1, z12, z9);
  wire s3b;
  xor (s3b, s3a, z6);
  and (c3a2, s3a, z6);
  or  (c3a, c3a1, c3a2);
  wire s3c, c3b1, c3b2, c3b;
  xor (s3c, s3b, z3);
  and (c3b1, s3b, z3);
  wire s3d;
  xor (s3d, s3c, c2a);
  and (c3b2, s3c, c2a);
  or  (c3b, c3b1, c3b2);
  wire p3, c3c;
  xor (p3, s3d, c2b);
  and (c3c, s3d, c2b);
  wire s4a, c4a1, c4a2, c4a;
  xor (s4a, z13, z10);
  and (c4a1, z13, z10);
  wire s4b;
  xor (s4b, s4a, z7);
  and (c4a2, s4a, z7);
  or  (c4a, c4a1, c4a2);
  wire s4c, c4b1, c4b2, c4b;
  xor (s4c, s4b, c3a);
  and (c4b1, s4b, c3a);
  wire s4d;
  xor (s4d, s4c, c3b);
  and (c4b2, s4c, c3b);
  or  (c4b, c4b1, c4b2);
  wire p4, c4c;
  xor (p4, s4d, c3c);
  and (c4c, s4d, c3c);
  wire s5a, c5a1, c5a2, c5a;
  xor (s5a, z14, z11);
  and (c5a1, z14, z11);
  wire s5b;
  xor (s5b, s5a, c4a);
  and (c5a2, s5a, c4a);
  or  (c5a, c5a1, c5a2);
  wire p5, c5b1, c5b2, c5b;
  xor (p5, s5b, c4b);
  and (c5b1, s5b, c4b);
  wire s5c;
  xor (s5c, p5, c4c);  
  and (c5b2, p5, c4c);
  or  (c5b, c5b1, c5b2);
  wire p6, c6a1, c6a2, p7;
  xor (p6, z15, c5a);
  and (c6a1, z15, c5a);
  wire s6b;
  xor (s6b, p6, c5b);
  and (c6a2, p6, c5b);
  or  (p7, c6a1, c6a2);  
  wire [7:0] p_comb = {p7, s6b, s5c, p4, p3, p2, p1, p0};
  always @(posedge clk) begin
    P <= p_comb;
  end
endmodule
</file>
<file path="config.mk">
export PLATFORM = sky130hd
export DESIGN_NAME = ved4b
export DESIGN_NICKNAME = ved4b
export VERILOG_FILES = /design/flow/design.v
export SDC_FILE = /design/flow/constraint.sdc
export NUM_CORES = 4
export LEC_CHECK = 1
export CORE_AREA = 10 10 81 81
export DIE_AREA = 0 0 91 91
</file>
<file path="run.sh">
#!/bin/bash
# OpenROAD 26Q1-2900-gdf79404cd8, Yosys 0.63+post, stock flow scripts
make -C /OpenROAD-flow-scripts/flow DESIGN_CONFIG=/design/flow/config.mk WORK_HOME=/design/flow/orfs finish
</file>
==> notes.md <==
Flow results.

- The global route stage reports its total congestion overflow as 0.
- The design draws 329 µW.
- The effective utilization at floorplan is 0.102.
- The via count of the routed design is 373.
- The multi-input combinational cell area is 305 µm².
- The clock transition time at the flip-flop clock pins of the worst setup and hold paths is 0.04 ns.
- The floorplan has 25 rows.
- For this design the total switching power over the nets is 71.4 µW.
- The via density per instance is 2.74.
- The final non-filler cell total is 136.
- The relative contribution of the clock network to total power is 0.359.
- The worst-path cell with the longest stage delay is sky130_fd_sc_hd__fa_1.
- The combined area of all synthesized cells is 493 µm².
- The sort of element at the start of the critical path is an input port.
- The top register by number of flip-flops is P.
- The pre-antenna-repair detailed-routing pass consisted of 2 iterations.
- Hold-check failures listed in the final report amount to 0.
- For reference, the most critical setup path is categorized as input port to register.
- At the worst endpoint, the arrival time is 3.16 ns.
- The endpoint type of the worst setup path is a register.
- CTS built an H-tree with a depth of 1.
- The global placer's final weighted congestion is 0.814.
- The initial antenna violation count is 0.
- The die span in x is 91 µm.
- The number of different library cells used by synthesis comes to 6.
- The clock net sink count is 8.
- Setup repair after global routing left no endpoint under its margin.
- The average instance in the mapped netlist occupies 10.7 µm².
- The maximum buffer depth of the clock tree is 2.
- The leakage power is 0.000371 µW.
- STA shows the worst min-delay path finishing at P[0].
- The number of cells on the worst hold path is 2.
- The total number of warnings across the stage logs is 25.
- The largest fanout on the critical path is 3.
- The most common logic cells in the final layout are 9 x sky130_fd_sc_hd__inv_1, 8 x sky130_fd_sc_hd__dfxtp_1, 8 x sky130_fd_sc_hd__and2_1, 8 x sky130_fd_sc_hd__clkdlybuf4s50_1.
- The cell repeated most along the worst path is sky130_fd_sc_hd__fa_1.
- STA reports the tightest min-delay check as being of type input port to register.
- The number of global-route vias before repair is 452.
- The maximum number of pins on one net before global-route repair is 5.
- Compared with the post-synthesis result, the final layout area differs by 61.2%.
- The tally of nets with antenna violations remaining after routing is 0.
- The global-route wire length before repair is 1.95 mm.
- The area recorded from the Yosys report for this design is 493 µm².
- The violation tally recorded at the end of detailed-routing iteration 0 is 9.
- The count of final setup violators is 0.
- The time the final worst path needs with I/O delays and setup is 3.06 ns.
- The routed wire length is 1.05 mm.
- The simple logic cell fraction of the synthesized area is 0.173.
- The number of synthesized register bits is 8.
- The post-route clock period utilization is 0.956.
- Looking at the max-slew report, the worst-margin pin has a slew of 0.126 ns.
- The HPWL after detailed placement is 950 µm.
- The critical path goes through clkdlybuf4s15_1 > nand2_1 > fa_1 > fa_2 > inv_1 > fa_1 > ha_1 > inv_1 > fa_1 > inv_1 > fa_1.
- In the Yosys report the total cell count is 46.
- The flow ran to the end, and the final reports show no timing, DRC or antenna violations.
- The overall die size recorded for this design is 8280 µm².
- The data required time reported for the critical path is 3.30 ns.
- The number of ports placed on the die boundary is 17.
- Of the total power, registers draw 0.376.
- TritonCTS built the clock tree.
- The maximum frequency from static timing analysis is 0.327 GHz.
- The share of synthesized cell area in and-or and or-and compound cells is 0.
- The post-placement cell count is 133.
- The share of total power dissipated in combinational logic is 0.265.
- The adder-cell share of the synthesized area is 0.426.
- Of the combinational cells, the family taking the most area is adder cells.
- The root buffer cell is sky130_fd_sc_hd__clkbuf_8.
- Measured against the total synthesized area, the mux share comes to 0.
- The number of post-CTS setup repair buffers is 0.
- After technology mapping, the gate count stands at 46.
- The floorplan step set the die height to 91 µm.
- Among all stages on the critical path, the maximum delay recorded is 0.52 ns.
- The cell internal power dissipation is 257 µW.
- The register with the most flip-flops in the layout has 8 of them.
- The final hold slack is 0.667 ns.
- The region available for standard cell placement spans 4820 µm².
- Looking at the VDD voltage map, the peak drop is 0.0931 mV.
- The number of I/O port buffers is 16.
- For this run, the script counts the antenna cells in the layout as 0.
- For this run, the register share of the synthesized area comes to 0.325.
- In the final layout, the share of cells above drive strength 1 is 0.246.
- Dividing the detail-routed wire length by the instance count gives 7.73 µm.
- The launch point of the worst min-delay path is recorded as b[0].
- Across all checked pins, the minimum headroom to the slew limit is 0.916.
- The global-route total usage across every layer is 0.0277.
- The xor-xnor portion of the synthesized cell area is 0.
- The flow reported a cell area power density of 414 nW/µm².
- The total CTS buffers is 3.
- Warnings reported by Yosys during synthesis add up to 1.
- The switching part of the total power is 0.217.
- The DRC violation total left in the routed layout is recorded as 0.
- The count of max-cap constraint violations is 0.
- The number of buffers inserted for hold repair after clock tree synthesis is 0.
- Across the whole layout, storage elements account for 160 µm².
- The final number of max-transition violations is 0.
- Among logic cells in the layout, the one with the most instances is sky130_fd_sc_hd__inv_1.
- In the final layout, the registers with the most flip-flops are P (8).
- In the final layout, the fill cell count is 549.
what timing repair did:
item                                   CTS  global route
gates resized                            8            16
endpoints found under the hold margin    0             0
pin swaps                                2             2
setup endpoints to repair                3             2
Yosys cell counts:
| cell | instances | area share |
|---|---|---|
| sky130_fd_sc_hd__dfxtp_1 | 8 | 0.32 |
| sky130_fd_sc_hd__inv_1 | 10 | 0.076 |
| sky130_fd_sc_hd__and2_1 | 10 | 0.13 |
| sky130_fd_sc_hd__nand2_1 | 6 | 0.046 |
| sky130_fd_sc_hd__ha_1 | 4 | 0.10 |
| sky130_fd_sc_hd__fa_1 | 8 | 0.32 |
through the flow:
| stage | TNS (ns) | util | setup slack, ns | area (µm²) |
|---|---|---|---|---|
| 4_1_cts | 0 | 0.166 | 0.00830 | 802 |
| 2_1_floorplan | 0 | - | 0.138 | 493 |
| 3_5_place_dp | -1.27 | 0.159 | -0.529 | 767 |
| 3_3_place_gp | -1.34 | 0.159 | -0.553 | 767 |
| 5_1_grt | 0 | 0.165 | 0.0159 | 795 |
| 6_report | 0 | 0.165 | 0.141 | 795 |
worst max-delay path: cells and delay by family:
| family | cells | cell delay [ns] |
|---|---|---|
| buf+inv | 4 | 0.37 |
| simple gates | 1 | 0.08 |
| fa+ha+maj | 6 | 2.07 |
power by group through the flow:
stage / sequential [µW] / combinational (µW) / clock, µW
final: 124 / 87.1 / 118
after global routing: 127 / 105 / 130
after CTS: 124 / 90.4 / 123
logic make-up (layout without fill, tap and decap cells):
group,after synthesis,count (layout)
adders and majority gates,12,12
buffers and inverters,10,33
DFF,8,8
and+or+nand+nor,16,16
metal layers:
metal | track usage | wire, µm | part of all wire
met1 | 0.0255 | 350 | 0.33
met2 | 0.0585 | 655 | 0.62
met3 | 0.00332 | 12 | 0.011
met4 | 0.0104 | 33 | 0.031
met5 | 0 | 0 | 0
area by class of cell:
type | count | share of cell area
Inverter | 10 | 0.0472
Timing Repair Buffer | 20 | 0.209
Clock buffer | 3 | 0.0520
Sequential cell | 8 | 0.202
Multi-Input combinational cell | 28 | 0.384
Tap cell | 67 | 0.106
worst max path at each step:
stage                 start  endpoint  slack [ns]
after global routing   b[2]      P[6]        0.02
final                  b[2]      P[6]        0.14
after CTS              a[1]      P[6]       0.008
Power and IR drop assume default switching activity.
